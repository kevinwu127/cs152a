### /design/flow/design.v
`timescale 1ns / 1ps
 module clock(
    clk     ,
    adjust  ,
    one_hertz,
	 two_hertz,
    fast,
    blink
    );
    input clk;
    input adjust;
    output reg one_hertz;
	 output reg two_hertz;
    output reg fast;
    output reg blink;
    integer count1;
	 integer count2;
	 integer count3;
	 integer count4;
    initial
    begin
        one_hertz <= 0;
		  two_hertz <= 0;
        fast <= 0;
        blink <= 0;
        count1 <= 0;
		  count2 <= 0;
		  count3 <= 0;
		  count4 <= 0;
    end
    always @ (posedge clk)
    begin
		if (adjust)
		begin
			  if (count1 >= 25_000_000)
			  begin
					one_hertz <= ~one_hertz;
					count1 <= 0;
			  end
			  else
					count1 <= count1 + 1;
		end
		else 
		begin
			if (count1 >= 50_000_000)
			  begin
					one_hertz <= ~one_hertz;
					count1 <= 0;
			  end
			  else
					count1 <= count1 + 1;
		end
    end
	 always @ (posedge clk)
	 begin
			  if (count2 == 25_000_000)
			  begin
					two_hertz <= ~two_hertz;
					count2 <= 0;
			  end
			  else
					count2 <= count1 + 1;
    end
	 always @ (posedge clk)
	 begin
        if (count3 >= 31250)
        begin
            fast <= ~fast;
				count3 <= 0;
        end
		  else
				count3 <= count3 + 1;
    end
	 always @ (posedge clk)
	 begin
        if (count4 >= 20000000)
        begin
            blink <= ~blink;
				count4 <= 0;
        end
		  else
				count4 <= count4 + 1;
    end
endmodule
`timescale 1ns / 1ps
module display(
    digit0,
    digit1,
    digit2,
    digit3,
    clk,
	 blink,
	 adjust,
     select,
    AN,
    seg
    );
input [3:0] digit0;
input [3:0] digit1;
input [3:0] digit2;
input [3:0] digit3;
input clk;
input blink;
input adjust;
input select;
output reg [3:0] AN;
output reg [7:0] seg;
reg [3:0] temp_an;
integer count;
integer blinkcount;
initial
begin
    count = 0;
	 blinkcount = 0;
    AN = 4'b1111;
end
always @ (posedge clk)
begin
    count = count%4;
	 if (blink && adjust)
	 begin
			if (!select)
            begin
                case (count)
			  0 : begin
						 convert(digit0, seg);
						 AN = 4'b0111;
					end
			  1: begin
						 convert(digit1, seg);
						 AN = 4'b1011;
					end
			  2: begin
						 convert(digit2, seg);
						 AN = 4'b1111;
					end
			  3: begin
						 convert(digit3, seg);
						 AN = 4'b1111;
					end
                endcase
             end
             else 
             begin
                case (count)
			  0 : begin
						 convert(digit0, seg);
						 AN = 4'b1111;
					end
			  1: begin
						 convert(digit1, seg);
						 AN = 4'b1111;
					end
			  2: begin
						 convert(digit2, seg);
						 AN = 4'b1101;
					end
			  3: begin
						 convert(digit3, seg);
						 AN = 4'b1110;
					end
                endcase
             end
	 end
	 else
	 begin
		 case (count)
			  0 : begin
						 convert(digit0, seg);
						 AN = 4'b0111;
					end
			  1: begin
						 convert(digit1, seg);
						 AN = 4'b1011;
					end
			  2: begin
						 convert(digit2, seg);
						 AN = 4'b1101;
					end
			  3: begin
						 convert(digit3, seg);
						 AN = 4'b1110;
					end
		 endcase
	end
    count = count + 1;
end
task convert;
    input [3:0] digit;
    output [7:0] seg;
    reg [3:0] dig;
    begin
        dig = digit;
        if (dig == 0)
            seg = 8'b11000000;
        else if (dig == 1)
            seg = 8'b11111001;
        else if (dig == 2)
            seg = 8'b10100100;
        else if (dig == 3)
            seg = 8'b10110000;
        else if (dig == 4)
            seg = 8'b10011001;
        else if (dig == 5)
            seg = 8'b10010010;
        else if (dig == 6)
            seg = 8'b10000010;
        else if (dig == 7)
            seg = 8'b11011000;
        else if (dig == 8)
            seg = 8'b10000000;
        else if (dig == 9)
            seg = 8'b10010000;
    end
endtask
endmodule
`timescale 1ns / 1ps
module minute_counter1(
    out     ,
    minute2_enable,
    enable  ,
    clk     ,
    reset
    );
    output reg [3:0] out;
    output reg minute2_enable;
    input enable, clk, reset;
    initial
    begin
        out = 0;
        minute2_enable = 0;
    end
    always @ (posedge clk)
    begin
        if (reset)
            out = 4'b0;
        else if (enable)
        begin
            out = out + 1;
            if (out == 9)
                minute2_enable = 1;
            else
                minute2_enable = 0;
            out = out % 10;
        end
    end
endmodule
`timescale 1ns / 1ps
module minute_counter2(
    out     ,
    enable  ,
    clk     ,
    reset
    );
    output reg [2:0] out;
    input enable, clk, reset;
    initial
    begin
        out = 0;
    end
    always @ (posedge clk)
    begin
        if (reset)
            out = 3'b0;
        else if (enable)
        begin
            out = out + 1;
        end         
        out = out % 6;
    end
endmodule
`timescale 1ns / 1ps
module second_counter1(
    out     ,
    counter2_enable,
    minute_enable,
    minute2_enable,
    enable  ,
	 select  ,
	 adjust  ,
    clk     ,
    reset
    );
    output reg [3:0] out;
    output reg counter2_enable;
    output reg minute_enable;
    output reg minute2_enable;
    input enable, select, adjust, clk, reset;
    reg [2:0] tens;
    reg [3:0] minute;
	 integer minute_count;
    initial
    begin
        out = 0;
        counter2_enable = 0;
        minute_enable = 0;
        minute2_enable = 0;
        tens = 0;
        minute = 0;
		minute_count = 0;
    end
    always @ (posedge clk)
    begin
        if (reset)
		  begin
				out = 4'b0;
				counter2_enable = 0;
				minute_enable = 0;
				minute2_enable = 0;
				tens = 0;
				minute = 0;
                minute_count = 0;
		  end
		  if (!enable)
		  begin
				counter2_enable = 0;
				minute_enable = 0;
				minute2_enable = 0;
		  end
		  else if (adjust && enable)
		  begin
				if (select)
				begin
					counter2_enable = 0;
                    minute_enable = 1;
					minute = minute + 1;
                    if (minute == 10)
                    begin
                        minute = 0;
                        minute2_enable = 1;
                    end
					else
						minute2_enable = 0;
				end
				else
				begin
					minute_enable = 0;
					minute2_enable = 0;
					out = out + 1;
					if (out == 9)
					begin
                         if (tens == 5)
                            tens = 0;
                         tens = tens + 1;
						 counter2_enable = 1;
					end
					else
						counter2_enable = 0;
					out = out%10;
				end
		  end
        else if (enable)
        begin
				counter2_enable = 0;
				minute_enable = 0;
				minute2_enable = 0;
            out = out + 1;
            if (out == 9)
            begin
                counter2_enable = 1;
                if ( tens == 5 )
                begin
                    minute_enable = 1;
                    tens = 0;
                    if ( minute == 9 )
                    begin
                        minute2_enable = 1;
                        minute = 0;
                    end
                    else
                        minute = minute + 1;
                end
                else
                    tens = tens + 1;
            end
            else
            begin
                counter2_enable = 0;
                minute_enable = 0;
                minute2_enable = 0;
            end
            out = out % 10;
        end
    end
endmodule
`timescale 1ns / 1ps
module second_counter2(
    out     ,
    enable  ,
    clk     ,
    reset
    );
    output reg [2:0] out;
    input enable, clk, reset;
    initial
    begin
        out = 0;
    end
    always @ (posedge clk)
    begin
        if (reset)
            out = 3'b0;
        else if (enable)
        begin
            out = out + 1;
        end          
        out = out % 6;
    end
endmodule
`timescale 1ns / 1ps
module stopwatch(
    pause, adjust, select, clk, reset,
    seg, an
);
	input pause;
    input adjust;
	input select;
	input clk;
	input reset;
	wire [3:0] out1;
    wire [2:0] out2;
    wire [3:0] out3;
    wire [2:0] out4;
    output [7:0] seg;
    output [3:0] an;
    reg enable = 1;
	 wire en;
    wire minute_enable;
    wire counter2_enable;
    wire minute_counter2_enable;
    wire one_hertz;
    wire two_hertz;
    wire fast;
    wire blink;
	second_counter1 sc1 (
		.out(out1), 
        .counter2_enable(counter2_enable),
        .minute_enable(minute_enable),
        .minute2_enable(minute_counter2_enable),
		.enable(pause), 
		.select(select),
		.adjust(adjust),
		.clk(one_hertz), 
		.reset(reset)
	);
    second_counter2 sc2 (
        .out(out2),
        .enable(counter2_enable),
        .clk(one_hertz),      
        .reset(reset)
    );
    minute_counter1 mc1 (
		.out(out3), 
		.enable(minute_enable), 
		.clk(one_hertz), 
		.reset(reset)
	);
    minute_counter2 mc2 (
        .out(out4),
        .enable(minute_counter2_enable),
        .clk(one_hertz),
        .reset(reset)
    );
    clock clock (
        .clk(clk),
        .adjust(adjust),
        .one_hertz(one_hertz),
		  .two_hertz(two_hertz),
        .fast(fast),
        .blink(blink)
    );
    display display (
        .digit0(out4),
        .digit1(out3),
        .digit2(out2),
        .digit3(out1),
        .clk(fast),
		  .adjust(adjust),
		  .blink(blink),
          .select(select),
        .AN(an),
        .seg(seg)
    );
endmodule
### /design/flow/run.sh
#!/bin/bash
# OpenROAD 26Q1-2900-gdf79404cd8, Yosys 0.63+post, stock flow scripts
make -C /OpenROAD-flow-scripts/flow DESIGN_CONFIG=/design/flow/config.mk WORK_HOME=/design/flow/orfs finish
### /design/flow/constraint.sdc
current_design stopwatch

set clk_period 6.3
set clk_io_pct 0.2

create_clock -name clk0 -period $clk_period [get_ports {clk}]

set non_clock_inputs [all_inputs -no_clocks]
set_input_delay [expr $clk_period * $clk_io_pct] -clock clk0 $non_clock_inputs
set_output_delay [expr $clk_period * $clk_io_pct] -clock clk0 [all_outputs]
### /design/flow/config.mk
export PLATFORM = sky130hd
export DESIGN_NAME = stopwatch
export DESIGN_NICKNAME = stopwatch
export VERILOG_FILES = /design/flow/design.v
export SDC_FILE = /design/flow/constraint.sdc
export NUM_CORES = 4
export LEC_CHECK = 1
export CORE_UTILIZATION = 30
==> Changelog: implementation <==
## Flow update

- CP peak stage delay: 880 ps
- Die Y: 157 µm
- Layout Skew: 8.60 ps
- Core area: 23500 µm²
- Initial antenna violation count: 0
- Syn Std Cell Area: 7210 µm²
- Dominant cell area share: 0.342
- Synth Instances: 850
- Antenna-violating nets left: 0
- First-pass GRT wire length: 22400 µm
- CTS Buf Count: 9
- Setup ws final: 2860 ps
- Crit path launch type: primary input
- Final TNS setup: 0 ps
- FF+latch area: 2880 µm²
- Post-synth regs: 137
- Area growth syn-to-layout: 10.5%
- DR iter-0 viols: 228
- Wire per inst: 11.1 µm
- Synth Seq Share: 0.400
- MaxCap Viol Count: 0
- Io pins: 17
- Logic area: 4040 µm²
- Via Count: 5512
- Post-CTS Setup Bufs: 0
- Max clock buf depth: 2
- Std-Cell Rows: 56
- Max Slew Vio Count: 0
- Drt first pass iters: 4
- Critical path class: in -> reg
- Global route overflow: 0
- Chip area: 24600 µm²
- Family with the most delay on the worst path: buffers and inverters
- CTS tree: yes
- Period utilization: 0.546
- Largest net degree at the start of global routing: 29
- Leak: 0.00297 µW
- Syn. warnings: 105
- Area leader, netlist: dfxtp_1
- Fillcell total: 2437
- Max stage delay cell, worst path: clkdlybuf4s50_1
- Stage-log warning count: 46
- CP Cell Sequence: clkdlybuf4s50_1, nand2b_1, nand4b_1, a211o_1, a2bb2oi_2, buf_4, nor2_1
- Post-CTS Resized: 0
- Vias in the first global route: 4937
- Share of cells above drive strength 1: 0.0433
- Worst Path Max Fanout: 18
- Ys cells: 850
- Worst-path clk slew: 60 ps
- Placed Instances: 1158
- Die X: 157 µm
- GPL Wtd Cong: 0.893
- Worst-margin pin slew: 929 ps
- Fin. Hold Viols: 0
- Worst hold path type: reg -> reg
- H-tree depth: 3
- Ys flop type: dfxtp_1
- Pre-CTS setup slack: 2500 ps
- Clk Latency, worst-skew pair: 340 ps
- Worst Setup End Kind: flop
- Min Clock Period, post-route: 3440 ps
- DRC Markers: 0
- Hold-fix buffers, CTS: 0
- Status: complete, no violations
- Non-Filler Instances: 1174
- Tally of buffers added on design ports: 15
- Maximum vdd drop: 0.120 mV
- RSZ-0062 raised after global routing: no
- Crit path required time: 6520 ps
- CP arrival: 3660 ps
- Drt via density: 4.70
- Final setup viols: 0
- Gr usage total: 0.110
- # diodes: 0
- Fp util: 0.306
- Post-Route WL: 13100 µm
- Endpoints left unconstrained: 60
- DP Wirelength: 9410 µm
- CP bufs+invs: 2
- FMAX: 0.291 GHz
- Cell area leaders: dfxtp_1 34%, nor2_1 8.0%, xor2_1 6.6%, edfxtp_1 5.8%, ha_1 5.6%
- Synth cell types: 69
- Pwr dens: 161 nW/µm²
- Root Driver: clkbuf_16
- Worst rel slew slack: 0.376
- Fraction of registers with async set/reset: 0
- Average size of a mapped cell: 8.48 µm²
- Area figure in the yosys stat output: 7210 µm²
- Register pins left without a clock: 38
- Number of enable flip-flop cells: 14
## per-layer routing
layer,GRT usage,wire [µm],vias to the layer above
met2,0.178,5830,54
li1,-,-,2946
met5,0,0,-
met4,0.00887,83,0
met3,0.0123,314,6
met1,0.165,6830,2506
## power by group
part	switching [µW]	leakage (µW)	internal (µW)
clock	224	0.000153	348
combinational	25.9	0.00168	20.3
sequential	14.5	0.00113	645
total	265	0.00297	1010
## cell type report
cell class	instances	share of cell area
repair buffers	20	0.0236
inverters	38	0.0179
flip-flops and latches	137	0.362
clock buffers	11	0.0292
well taps	319	0.0501
clock inverters	5	0.00990
multi-input cells	644	0.507
## synthesized netlist by cell type (20+ instances only)
library cell    n
nor2_1        154
dfxtp_1       123
nand2_1        66
xor2_1         54
nand3_1        53
xnor2_1        44
inv_1          38
ha_1           32
nand4_1        28
nor3_1         27
a21oi_1        22
o21ai_0        20
## worst register-to-register path, stage by stage (launching register included)
cell	delay [ps]
dfxtp_1	460
or4b_1	490
o41ai_2	320
a2bb2oi_2	550
buf_4	350
nor2_1	80
## sequential cells by signal, summed over array words and instances (netlist names)
name / count
sc1.minute: 4
mc2.out: 3
display.seg: 7
clock.count4: 32
clock.blink: 1
display.AN: 4
sc1.minute2_enable: 1
clock.count3: 32
sc1.tens: 3
sc1.minute_enable: 1
sc1.out: 4
clock.one_hertz: 1
mc1.out: 4
clock.count1: 32
display.count: 3
sc1.counter2_enable: 1
clock.fast: 1
sc2.out: 3
## placed cells by master (no fill, tap or decap), types with 9 or more instances in the layout
| master | n |
|---|---|
| clkbuf_16 | 9 |
| nand4_1 | 28 |
| nor2_1 | 154 |
| nand3_1 | 53 |
| nor4_1 | 17 |
| nand2b_1 | 11 |
| ha_1 | 32 |
| nor3_1 | 27 |
| a21oi_1 | 22 |
| o21ai_0 | 20 |
| clkdlybuf4s50_1 | 15 |
| xor2_1 | 54 |
| nand2_1 | 66 |
| edfxtp_1 | 14 |
| and3_1 | 10 |
| inv_1 | 38 |
| xnor2_1 | 44 |
| dfxtp_1 | 123 |
## final timing paths
| kind | from | to | slack (ps) | cells after the start |
|---|---|---|---|---|
| setup / recovery | adjust | clock.count1[5] | 2860 | 7 |
| hold / removal | clock.count1[0] | clock.count1[0] | 480 | 1 |
| setup reg to reg | clock.count1[16] | clock.count1[5] | 3940 | 5 |
| hold reg to reg | clock.count1[0] | clock.count1[0] | 480 | 1 |
## kinds of logic after synthesis
kind of cell	Yosys count	share of synthesized area
XOR/XNOR	98	0.119
flip-flops	137	0.400
AND/OR/NAND/NOR	411	0.281
buffers and inverters	69	0.0415
multiplexers	4	0.00573
other	1	0.000520
adder cells (fa/ha/maj)	32	0.0556
AND-OR/OR-AND	98	0.0967
## metrics by stage
step,hold slack (ps),util,power [µW],area (µm²)
finish,477,0.338,1280,7960
global placement,459,0.325,719,7650
global route,498,0.338,1330,7960
CTS,480,0.338,1290,7960
floorplan,441,-,709,7210
detailed placement,465,0.325,721,7650
No activity file was given, so power comes from the tool's default toggle rates.
